**config.mk**
```make
export PLATFORM = sky130hd
export DESIGN_NAME = FIFO_Top
export DESIGN_NICKNAME = FIFO_Top
export VERILOG_FILES = /design/flow/design.v
export SDC_FILE = /design/flow/constraint.sdc
export NUM_CORES = 4
export LEC_CHECK = 1
export CORE_UTILIZATION = 50
```
**constraint.sdc**
```tcl
current_design FIFO_Top

set clk_period 4.5
set clk_io_pct 0.2

create_clock -name clk0 -period $clk_period [get_ports {rclk}]
create_clock -name clk1 -period $clk_period [get_ports {wclk}]

set non_clock_inputs [all_inputs -no_clocks]
set_input_delay [expr $clk_period * $clk_io_pct] -clock clk0 $non_clock_inputs
set_output_delay [expr $clk_period * $clk_io_pct] -clock clk0 [all_outputs]
```
**design.v**
```verilog
`timescale 1ns / 1ps
module DFF_Synchronizer #(parameter ADDR_SIZE = 4)
(input [ADDR_SIZE:0] ptr,
 input clk,
 input rst_n,
 output reg [ADDR_SIZE:0] ptr_out  
 );
 reg [ADDR_SIZE:0] ptr_ff1;
 always@(posedge clk or negedge rst_n) begin
  if(!rst_n) begin
   ptr_ff1<= 0;
   ptr_out<= 0;
  end
  else begin
   ptr_ff1<= ptr;
   ptr_out<= ptr_ff1;
  end
 end
endmodule
`timescale 1ns / 1ps
module Dual_Port_RAM #(parameter ADDRSIZE = 4,
                       parameter DATASIZE = 8)
(input wen,
 input [ADDRSIZE-1:0] waddr,
 input [DATASIZE-1:0] wdata,
 input wclk,
 input [ADDRSIZE-1:0] raddr,
 output [DATASIZE-1:0] rdata 
);
localparam DEPTH = 1<<ADDRSIZE;
reg [DATASIZE-1:0] MEM [DEPTH-1:0];
assign rdata = MEM[raddr];
always@(posedge wclk) begin
    if (wen) MEM[waddr] <= wdata;
end
endmodule
`timescale 1ns / 1ps
module FIFO_Top #(parameter ADDRSIZE = 4,
                 parameter DATASIZE = 8)
(input wclk,
 input rclk,
 input wrst_n,
 input rrst_n,
 input winc,
 input rinc,
 input [DATASIZE-1:0] wdata,
 output [DATASIZE-1:0] rdata,
 output full,
 output empty);
wire wen;
wire [ADDRSIZE-1:0] raddr;
wire [ADDRSIZE-1:0] waddr;
wire [ADDRSIZE:0] rptr;
wire [ADDRSIZE:0] wptr;
wire [ADDRSIZE:0] rptr_sync;
wire [ADDRSIZE:0] wptr_sync;
assign wen = winc&!full;
Dual_Port_RAM #(ADDRSIZE,
DATASIZE) DUAL_PORT_RAM
(wen,
 waddr,
 wdata,
 wclk,
 raddr,
 rdata 
);
rptr #(ADDRSIZE) RPTR_EMPTY
(rinc,
 rclk,
 rrst_n,
 wptr_sync,
 empty,
 rptr,
 raddr
);
wptr #(ADDRSIZE) WPTR_FULL
(winc,
 wclk,
 wrst_n,
 rptr_sync,
 full,
 wptr,
 waddr
);
DFF_Synchronizer #(ADDRSIZE) rptr_synchronizer
(rptr,
 wclk,
 wrst_n,
 rptr_sync
 );
DFF_Synchronizer #(ADDRSIZE) wptr_synchronizer
(wptr,
 rclk,
 rrst_n,
 wptr_sync
 );
endmodule
`timescale 1ns / 1ps
module rptr #(parameter ADDRSIZE = 4)
(input rinc,
 input rclk,
 input rrst_n,
 input [ADDRSIZE:0] wptr_sync,
 output reg empty,
 output reg [ADDRSIZE:0] rptr,
 output [ADDRSIZE-1:0] raddr
);
reg [ADDRSIZE:0] rbin;
wire [ADDRSIZE:0] rptrnext;
wire [ADDRSIZE:0] rbinnext;
wire empty_val;
assign raddr = rbin[ADDRSIZE-1:0];
assign rbinnext = rbin+(rinc&!empty);
assign rptrnext = (rbinnext>>1)^rbinnext;
assign empty_val = (rptr==wptr_sync);
always@(posedge rclk or negedge rrst_n) begin
    if(!rrst_n) begin
        rptr <=0;
        rbin <=0;
        empty <= 1'b1;
    end
    else begin
        rptr <=rptrnext;
        rbin <=rbinnext;
        empty <= empty_val;
    end
end
endmodule
`timescale 1ns / 1ps
module wptr #(parameter ADDRSIZE = 4)
(input winc,
 input wclk,
 input wrst_n,
 input [ADDRSIZE:0] rptr_sync,
 output reg full,
 output reg [ADDRSIZE:0] wptr,
 output [ADDRSIZE-1:0] waddr
);
reg [ADDRSIZE:0] wbin;
wire [ADDRSIZE:0] wptrnext;
wire [ADDRSIZE:0] wbinnext;
wire full_val;
assign waddr = wbin[ADDRSIZE-1:0];
assign wbinnext = wbin+(winc&!full);
assign wptrnext = (wbinnext>>1)^wbinnext;
assign full_val = (rptr_sync == {~wptrnext[ADDRSIZE:ADDRSIZE-1],wptrnext[ADDRSIZE-2:0]});
always@(posedge wclk or negedge wrst_n) begin
    if(!wrst_n) begin
        wptr <=0;
        wbin <=0;
        full <= 1'b0;
    end
    else begin
        wptr <=wptrnext;
        wbin <=wbinnext;
        full <= full_val;
    end
end
endmodule
```
**run.sh**
```bash
#!/bin/bash
# OpenROAD 26Q1-2900-gdf79404cd8, Yosys 0.63+post, stock flow scripts
make -C /OpenROAD-flow-scripts/flow DESIGN_CONFIG=/design/flow/config.mk WORK_HOME=/design/flow/orfs finish
```
==> results.cfg <==
; synthesis and place-and-route metrics
[status]
status = finished clean

[logic_synthesis]
fraction_of_registers_with_async_set_reset_pct = 23.8
synth_flops = 168
enable_flop_cells = 128
avgSynthCellArea_sq_um = 20.2
ys_cells = 313
yosysChipArea_sq_um = 6310
synth_cell_types = 27
topCellsByArea = edfxtp_1 (61%), dfrtp_1 (15%), mux4_2 (11%), xor2_1 (1.9%), a22oi_1 (1.9%)
postSynthSeqShare_pct = 76.8
yosysWarnings = 4
synth.cell_area_sq_um = 6310
netlist.top_cell.by_area = edfxtp_1
synthDominantCellAreaShare_pct = 60.9
syn_inst = 313
yosys_most_used_dff = edfxtp_1

[detailed_routing]
first_pass_iters = 6
routed_via_density = 5.38
routedWlPerCell_um = 21.1
route.antenna.diode_count = 0
detail-route-antenna-nets = 0
routed_wl_um = 11500
drt_iter0_drc = 150
drcViolationCount = 0
via_count = 2921

[die]
die_area_sq_um = 13100
design.core.area_sq_um = 12200
floorplanUtilization_pct = 51.9
core.rowCount = 40
die-width_um = 114
overall_die_height_um = 114
io-pin-count = 24

[job]
warnings = 27
max-cap-violations = 0

[grt]
first_global_vias = 3223
gr-total-overflow = 0
antenna_violations_before_repair = 0
grt_max_degree = 35
grt_usage_pct = 21.8
grt_first_pass_wirelength_um = 18200

[timing]
setup_viol = 0
clock-skew-final_ns = 0.00553
worst_hold_slack_after_final_layout_ns = 0.277
worst_slew_pin_slew_ns = 0.911
final_max_slew_viol_count = 0
setup_repair_after_global_routing_missed_its_margin = no
slew_hr_pct = 39.0
final.setup.tns_ns = 0
timing_hold_violations_final = 0
postLayoutSetupSlackWorst_ns = 1.06

[layout]
final_layout_size_suffix_gt1_share_pct = 23.5
synthToLayoutAreaGrowth_pct = 19.4
most_frequent_standard_cell_in_the_layout_excluding_fill_and_tap_cells = edfxtp_1
fin_cells = 543
final.fill_count = 855
multiInputGateArea_sq_um = 1380
ff_latch_area_sq_um = 4850
lay_top_cells = edfxtp_1 (128), dfrtp_1 (38), mux4_2 (32)

[clock_tree]
postcts_resize_cnt = 0
sinks_on_clock_net = 168
cts.repair_timing.setup_buffer_count = 0
clk_pin_slew_ns = 0.06
postCtsHoldBufs = 0
cts_tree = yes

[min_path]
worst_hold_path_type = reg2reg

[power_and_ir_drop]
p_total_mw = 5.27
power.density_cell_area_nw_per_um2 = 699
worst_ir_drop_vdd_uv = 386
leakagePower_nw = 2.64

[placed_design]
post-place-cells = 508
place.gp.congestion = 0.756
place_worst_setup_slack_ns = 1.23
place_hpwl_um = 7060
port_buffers = 22

[critical_path]
crit_fanout = 13
timing.critical_path.required_ns = 3.60
crit_slowest_cell = dfrtp_2
critical_path_at_ns = 2.54
crit_chain = buf_4 > mux4_2 > a22oi_1 > nand2_1 > clkdlybuf4s50_1
critical_path.max_stage_delay_ns = 0.64
critical_path.endpoint_type = primary output
type_of_origin_of_the_critical_path = register
worst-setup-path-type = reg2out
critical path, delay by kind of cell (launching register included):
family	cells	cell delay, ns
flip-flops	1	0.64
multiplexers	1	0.53
AND/OR/NAND/NOR	1	0.08
buffers and inverters	2	0.77
AND-OR/OR-AND	1	0.25
sequential cells by signal, summed over array words and instances, names as in the netlist, 4 cells and up:
signal,flops
WPTR_FULL.wptr,5
RPTR_EMPTY.rptr,5
wptr_synchronizer.ptr_out,5
rptr_synchronizer.ptr_ff1,5
WPTR_FULL.wbin,4
rptr_synchronizer.ptr_out,5
RPTR_EMPTY.rbin,4
DUAL_PORT_RAM.MEM,128
wptr_synchronizer.ptr_ff1,5
where the power goes:
| part | switching [mW] | internal [mW] | total, mW |
|---|---|---|---|
| clock network | 0.587 | 1.12 | 1.70 |
| registers | 0.184 | 2.00 | 2.18 |
| logic | 0.670 | 0.710 | 1.38 |
metrics by stage:
| stage | utilization [%] | cell area [sq um] |
|---|---|---|
| 3_3_place_gp | 56.0 | 6810 |
| 6_report | 62.0 | 7540 |
| 3_5_place_dp | 56.0 | 6810 |
| 2_1_floorplan | - | 6310 |
| 4_1_cts | 62.0 | 7540 |
| 5_1_grt | 62.0 | 7540 |
cell families (layout without fill, tap and decap cells):
family / after synthesis / in the layout / share of synthesized area (%)
DFF: 168 / 168 / 76.8
adders and majority gates: 5 / 5 / 0.991
AOI/OAI and AO/OA: 18 / 18 / 2.26
and+or+nand+nor: 49 / 49 / 3.67
muxes: 32 / 32 / 11.4
buffers and inverters: 17 / 79 / 1.35
xor gates and xnor gates: 24 / 24 / 3.55
routing by layer:
layer	share of wire [%]	vias up	routed length [um]	track usage, %
li1	-	1324	-	-
met1	39	1441	4530	34.5
met2	48	149	5530	31.5
met3	12	7	1320	12.4
met4	0.72	0	82	1.90
met5	0	-	0	0
area by class of cell:
type	count	share of cell area, %
Clock inverter	13	2.76
Clock buffer	22	6.87
Inverter	3	0.149
Sequential cell	168	64.3
Multi-Input combinational cell	128	18.3
Timing Repair Buffer	41	4.81
Tap cell	168	2.79
Yosys cell counts, types with 2 or more instances:
| cell | number |
|---|---|
| nor3_1 | 5 |
| buf_2 | 5 |
| mux4_2 | 32 |
| nand3_1 | 6 |
| inv_1 | 3 |
| ha_1 | 5 |
| nor2b_1 | 3 |
| edfxtp_1 | 128 |
| buf_4 | 2 |
| nand2_1 | 12 |
| a22oi_1 | 16 |
| clkbuf_1 | 5 |
| nand2b_1 | 2 |
| nor2_1 | 15 |
| or3_1 | 3 |
| xor2_1 | 14 |
| dfrtp_1 | 39 |
| xnor2_1 | 9 |
final timing paths:
path,from,end,slack [ns],cells past startpoint
setup / recovery,RPTR_EMPTY.rbin[0],rdata[3],1.06,5
hold / removal,RPTR_EMPTY.rptr[0],rptr_synchronizer.ptr_ff1[0],0.28,0
setup reg to reg,WPTR_FULL.full,WPTR_FULL.full,2.31,8
hold reg to reg,RPTR_EMPTY.rptr[0],rptr_synchronizer.ptr_ff1[0],0.28,0
max in group clk1,winc,WPTR_FULL.full,1.82,9
max in group asynchronous,rrst_n,RPTR_EMPTY.empty,3.26,2
min in group clk0,wptr_synchronizer.ptr_ff1[3],wptr_synchronizer.ptr_out[3],0.34,0
min in group asynchronous,wrst_n,WPTR_FULL.wbin[1],0.82,2
No activity file was given, so power comes from the tool's default toggle rates.
